## design.v

```verilog
module apb_ram(
input presetn,
input pclk,
input psel,
input penable,
input pwrite,
input [31:0] paddr, pwdata,
output reg [31:0] prdata,
output reg pready,
output reg pslverr
);
reg [31:0] mem [32];
typedef enum {idle = 0, setup = 1, access = 2, transfer = 3} state_type;
state_type state;
always@(posedge pclk)
begin
if(!presetn) begin
state <= idle;
pready <= 0;
pslverr <= 0;
prdata <= 0;
for(int i = 0; i<32;i++) begin
mem[i] <= 0;
end
end
else
case(state)
idle: state <= setup;
setup: if(psel) state <= access;
access: begin
	if(penable && pwrite && paddr < 32)begin
	mem[paddr] <= pwdata;
	pslverr <= 0;
	pready <= 1;
	state <= transfer;
	end
	else if(penable && pwrite && paddr >= 32)begin
	pslverr <= 1;
	pready <= 1;
	state <= transfer;
	end
	else if(penable && !pwrite && paddr < 32)begin
	prdata <= mem[paddr];
	pslverr <= 0;
	pready <= 1;
	state <= transfer;
	end
	else if(penable && !pwrite && paddr >= 32)begin
	pslverr <= 1;
	pready <= 1;
	prdata <= 'bx;
	state <= transfer;
	end
	end
transfer:begin
	state <= setup;
	pready <= 0;
	pslverr <= 0;
	end
default: state <= idle;
endcase
end
initial begin
$monitor("%0t :: VALUE AT %0d is %0d",$time,paddr,mem[paddr]);
end
endmodule
```

## run.sh

```bash
#!/bin/bash
# OpenROAD 26Q1-2900-gdf79404cd8, Yosys 0.63+post, stock flow scripts
make -C /OpenROAD-flow-scripts/flow DESIGN_CONFIG=/design/flow/config.mk WORK_HOME=/design/flow/orfs finish
```

## config.mk

```make
export PLATFORM = sky130hd
export DESIGN_NAME = apb_ram
export DESIGN_NICKNAME = apb_ram
export VERILOG_FILES = /design/flow/design.v
export SDC_FILE = /design/flow/constraint.sdc
export NUM_CORES = 4
export LEC_CHECK = 1
export CORE_UTILIZATION = 30
```

## constraint.sdc

```tcl
current_design apb_ram

set clk_period 22.5
set clk_io_pct 0.2

create_clock -name clk0 -period $clk_period [get_ports {pclk}]

set non_clock_inputs [all_inputs -no_clocks]
set_input_delay [expr $clk_period * $clk_io_pct] -clock clk0 $non_clock_inputs
set_output_delay [expr $clk_period * $clk_io_pct] -clock clk0 [all_outputs]
```

==> Slide: Implementation Results <==
Physical Implementation Snapshot

STA
  • Worst-margin pin slew: between 1 and 1.5 ns
  • Final Hold Fails: 0
  • Tmin final: approximately 9.0 ns
  • Fin crit share: 39.9%
  • Clk_skew: roughly 0.027 ns
  • Final setup margin: 13.52 ns
  • Slew Viols, Final: 0
  • Slew HR: 27.4%
  • Setup TNS: 0 ns
  • Final setup fails: 0
  • Hold Worst Slack: 0.456 ns
  • Max Freq: approximately 110 MHz
  • RSZ-0062 raised after global routing: no

Logic synthesis
  • Mux contribution to synthesized area: 11.7%
  • Commonest flop: edfxtp_1
  • Yosys reg bits: 1,062
  • Adder share: 0%
  • Number of library cell types mapped by synthesis: 54
  • AO/OA Area Share: under 10%
  • Chip Area, Yosys: around 46,000 um2
  • Comb area leader: simple AND/OR/NAND/NOR gates
  • Synth Warn #: 2
  • Yosys Instances: 3,405
  • Post-synth EDFFs: 1,024
  • Xor/xnor cell area share of the yosys netlist: 0%
  • Syn_area_per_cell: 13.6 um2
  • Ys async rst share: 0%
  • Post-Synthesis Cell Area: 46,300 um2
  • Simple-Gate Fraction of Synth Area: 12.4%
  • Post-synth seq share: 68.1%
  • Post-Syn Instances: 3,405

Cells and area
  • Top cells excl fill/tap: edfxtp_1, nor2_1, mux2i_1, nand2_1, and2_1
  • Fraction of layout cells with a size suffix above 1: 12.0%
  • Syn-to-layout area delta: 14.5%
  • Fillers: 14,300
  • Post-route cell area: 53,000 um2
  • Most numerous logic cell after layout: edfxtp_1
  • Layout Utilization: a little over a third

Floorplan
  • Core area: ~150,000 um2
  • Die height: just under 400 um
  • FP Util: 30.4%
  • Die area: 156,000 um2
  • Site Rows: between 100 and 150
  • Ports: 103
  • Die width: 395 um

CTS
  • Worst-path clk slew: 0.06 ns
  • Cts bufs inserted: about 110
  • Hold_buf cts: 0
  • Post CTS Setup Buffer Count: 0
  • H-tree Lvls: 3
  • CTS root buffer: clkbuf_16
  • TritonCTS clock tree: done
  • Post-CTS resize count: 0
  • Number of clock sinks: 1,062
  • Skew-Pair Late Insertion Delay: a little over 0.7 ns
  • CTS Buffer Depth: 3

Global routing
  • Gr ovfl total: 0
  • Gr usage total: 21.8%
  • Vias in the first global route: 30,800
  • First-pass GRT wire length: approximately 230 mm
  • Initial antenna violation count: 5
  • Largest net degree at the start of global routing: 67

Run
  • # Max-Cap Violations: 0
  • Tool Warnings: 26

Drt
  • DR vias: approximately 30,000
  • WL/cell: around 29 um
  • Initial DRT Pass Iterations: 8
  • Final wirelength: 161 mm
  • Via density per instance: 5.33
  • Residual DRC count: 0
  • Initial DRC count: 2,086
  • Post-route ant nets: 0

Setup path
  • Most common cell type on the critical path: buf_4
  • CP top delay family: buffers and inverters
  • Critical path, cell by cell: buf_8 > buf_4 > buf_4 > buf_4 > buf_4 > buf_4 > mux2i_1 > o22ai_1 > or4_1 > a21oi_1 > a31oi_1
  • Critical Path AT: 9.55 ns
  • CP Max Fanout: 50
  • CP bufs+invs: 6
  • Crit-path slowest cell: buf_4
  • Critical Path Source Type: primary input
  • Crit-path max cell delay: 0.71 ns
  • CP Capture Type: register
  • Worst EP required: 23.07 ns
  • Critical path class: primary input to register

Placement
  • Port Buffers: 102
  • Routability cong.: 0.918
  • Pre-CTS setup slack: about 13 ns
  • Placed instance area: 49,400 um2
  • Hpwl dp: approximately 97 mm

Run status
  • Status: finished clean

Hold path
  • Hold Path Class: register to register

Power
  • Leak: 17.4 nW
  • Maximum vdd ir drop: 61.1 uV
  • PwrDens: 81.1 nW/um2
==> worst paths after layout <==
path              slack (ns)  depth (start not counted)    endpoint     start
hold reg to reg         0.46                          2     pslverr   pslverr
setup / recovery       13.52                         11   prdata[4]  paddr[0]
hold / removal          0.46                          2     pslverr   pslverr
setup reg to reg       18.24                          6  mem[10][9]  state[1]
==> report_power, final <==
part	total (W)	switching, W	internal, W
combinational	0.000263	0.000182	0.0000803
clock	0.00179	0.000768	0.00102
sequential	0.00224	0.0000175	0.00222
==> sequential cells by signal (all words and copies together), names as in the netlist <==
register  cells
pslverr       1
prdata       32
pready        1
mem        1024
state         4
==> per-stage QoR <==
stage / cells / total power, W
after floorplan: 3405 / 0.00242
after global placement: 5391 / 0.00254
after detailed placement: 5391 / 0.00254
after CTS: 5594 / 0.00431
after global routing: 5594 / 0.00440
final: 5598 / 0.00430
==> cells by family (layout without fill, tap and decap cells) <==
family	count (synthesis)	in the layout
AND/OR/NAND/NOR	1344	1344
flip-flops	1062	1062
multiplexers	420	420
AND-OR/OR-AND	332	332
buffers and inverters	247	406
other	0	4
==> layer usage <==
layer | GRT usage, % | vias to the layer above | wire [um]
met1 | 24.4 | 14600 | 52600
met3 | 17.3 | 382 | 30200
met5 | 2.86 | - | 457
met4 | 7.48 | 12 | 6950
li1 | - | 12600 | -
met2 | 31.3 | 2252 | 71300
==> cells in the mapped netlist (3+ instances only) <==
| cell type | count | share of area, % |
|---|---|---|
| o22ai_1 | 103 | 1.4 |
| edfxtp_1 | 1024 | 66 |
| a31oi_1 | 36 | 0.49 |
| buf_1 | 7 | 0.057 |
| mux4_2 | 95 | 4.6 |
| buf_2 | 105 | 1.1 |
| a21oi_1 | 32 | 0.35 |
| a211oi_1 | 9 | 0.15 |
| and3_1 | 6 | 0.081 |
| a22o_1 | 12 | 0.23 |
| buf_6 | 57 | 1.4 |
| or2_1 | 7 | 0.095 |
| buf_4 | 25 | 0.41 |
| nand2b_1 | 11 | 0.15 |
| clkbuf_2 | 5 | 0.054 |
| nor2_1 | 920 | 7.5 |
| mux2_2 | 12 | 0.29 |
| or4_1 | 18 | 0.29 |
| clkbuf_1 | 46 | 0.37 |
| nor4_1 | 21 | 0.28 |
| and2_1 | 130 | 1.8 |
| dfxtp_1 | 38 | 1.6 |
| nand2_1 | 172 | 1.4 |
| nand3_1 | 28 | 0.30 |
| mux2i_1 | 313 | 6.8 |
| a22oi_1 | 28 | 0.45 |
| o32ai_1 | 3 | 0.057 |
| o21ai_0 | 100 | 1.1 |
| nor2b_1 | 9 | 0.12 |
| o31ai_1 | 3 | 0.049 |
==> area by class of cell <==
cell class / count / area [um2] / share of cell area (%)
clock buffer: 144 / 2910 / 5.49
sequential: 1062 / 31500 / 59.5
clock inverter: 59 / 611 / 1.15
multi-input combinational: 2096 / 13600 / 25.7
timing repair buffer: 202 / 1770 / 3.34
tap: 2030 / 2540 / 4.80
antenna: 4 / 10.0 / 0.0189
inverter: 1 / 3.75 / 0.00709
==> tightest hold or removal path, delay by kind of cell, from the launching register on <==
family,cells,cell delay (ns)
simple gates,1,0.05
compound gates,1,0.05
flops,1,0.31
No activity file was given, so power comes from the tool's default toggle rates.
