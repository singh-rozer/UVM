### ./run.sh
#!/bin/bash
# OpenROAD 26Q1-2900-gdf79404cd8, Yosys 0.63+post, stock flow scripts
make -C /OpenROAD-flow-scripts/flow DESIGN_CONFIG=/design/flow/config.mk WORK_HOME=/design/flow/orfs finish
### ./config.mk
export PLATFORM = sky130hd
export DESIGN_NAME = clk_gen
export DESIGN_NICKNAME = clk_gen
export VERILOG_FILES = /design/flow/design.v
export SDC_FILE = /design/flow/constraint.sdc
export NUM_CORES = 4
export LEC_CHECK = 1
export CORE_UTILIZATION = 50
### ./constraint.sdc
current_design clk_gen

set clk_period 6.1
set clk_io_pct 0.2

create_clock -name clk0 -period $clk_period [get_ports {clk}]

set non_clock_inputs [all_inputs -no_clocks]
set_input_delay [expr $clk_period * $clk_io_pct] -clock clk0 $non_clock_inputs
set_output_delay [expr $clk_period * $clk_io_pct] -clock clk0 [all_outputs]
### ./design.v
module clk_gen(
input clk,rst, 
input [16:0] baud, 
output tx_clk);
 reg tclk;  
 int txmax;  
 int txcount;
 always@(posedge clk) begin
  if(rst) txmax <= 0;
  else begin
   case(baud) 4800: txmax <= 'd10416;
              9600: txmax <= 'd5208;
              14400: txmax <= 'd3472;
              19200: txmax <= 'd2604;
              38400: txmax <= 'd1302;
              57600: txmax <= 'd868;
              default: txmax <= 'd5208;
   endcase
  end
 end
 always@(posedge clk) begin
 if(rst) begin
  tclk <= 0;
  txcount <= 0;
 end
 else if(txcount == txmax/2) begin 
  tclk <= ~ tclk; 
  txcount <= 0; 
 end
 else if(txcount < txmax/2) txcount <= txcount+1;
 end
 assign tx_clk = tclk;
endmodule
==> GITHUB_STEP_SUMMARY <==
## Synthesis and layout report

| Metric | Value |
|---|---|
| Post-synth top area cell | `dfxtp_1` |
| Cts bufs inserted | `5` |
| Outcome | `finished, final reports clean` |
| Area leader share | `36.3%` |
| First-pass GRT wire length | `between 9000 and 10000 um` |
| Die Span X | `73.2 um` |
| Cts-stage hold buffer count | `0` |
| Placed cell area | `2770 um2` |
| # rows | `25` |
| DRT Pass-1 Iters | `4` |
| Post-synthesis cell area | `roughly 2500 um2` |
| HP Class | `reg2reg` |
| Total die size | `5360 um2` |
| Final Cycle Share | `a little under three fifths` |
| Worst Path Required | `around 6.3 ns` |
| Iteration-0 DRC Markers | `121` |
| Crit Path Max Fanout | `4` |
| Port Buffers | `19` |
| Reg2Reg Setup Slack | `3.38 ns` |
| Synth Seq Share | `a little over a third` |
| Adder Area Share | `under 10%` |
| Layout cell share with drive strength beyond 1 | `3.73%` |
| Area Growth Syn to Fin | `12.1%` |
| N_diodes | `0` |
| Biggest area cells | `dfxtp_1 (36%), ha_1 (6.9%), or4_1 (6.2%)` |
| Hold Slack | `between 0.4 and 0.5 ns` |
| CORE AREA | `slightly below 5000 um2` |
| H-tree depth | `2` |
| CTS sink cnt | `46` |
| MaxCap Viol Count | `0` |
| Startpoint Class | `input pin` |
| Drc violations | `0` |
| Yosys chip area | `2540 um2` |
| Final Slew Violations | `0` |
| Global Route Usage Sum | `approximately a quarter` |
| Clk slew on worst S/H paths | `0.08 ns` |
| HPWL Detailed | `roughly 4000 um` |
| Yosys Instances | `~310` |
| Synth cell types | `approximately 40` |
| Most common reg cell | `dfxtp_1` |
| PostCTS Resize Cnt | `0` |
| Vias per inst | `between 5 and 6` |
| Main logic family after synthesis | `simple AND/OR/NAND/NOR gates` |
| Post-synth EDFFs | `0` |
| Post-route cell area | `roughly 2800 um2` |
| Clk latency of the worst-skew pair | `0.29 ns` |
| Clock Tree Root | `clkbuf_8` |
| Vertical die size | `73.2 um` |
| Crit. End Element | `flop` |
| Power per cell area | `between 150 and 200 nW/um2` |
| Pre-Place Util | `about 53%` |
| Initial antenna violation count | `0` |
| Xor/xnor share | `less than 1%` |
| RSZ-0062 raised after global routing | `no` |
| Slew margin rel. | `about 57%` |
| Yosys reg bits | `roughly 46` |
| Multiplexer share | `0.395%` |
| # setup viols final | `0` |
| Largest net degree at the start of global routing | `between 60 and 70` |
| Simple logic cell fraction of the synthesized area | `between 30 and 40%` |
| DRT Wirelength | `5550 um` |
| Via count | `around 2.3k` |
| GPL Wtd Cong | `0.830` |
| Total grt overflow | `0` |
| Hold Vio Cnt, Final | `0` |
| Filler cell count | `between 400 and 500` |
| Clk_skew | `0.0103 ns` |
| Mapped Avg Cell Area | `roughly 8.2 um2` |
| Yosys top cell by instances | `dfxtp_1` |
| Leak | `between 1 and 1.5 nW` |
| Final min period | `around 3.4 ns` |
| Yosys warnings | `1` |
| Worst vdd ir | `roughly 0.00014 V` |
| Post-synthesis async set-or-reset flop share | `0%` |
| Tool warnings | `27` |
| Post CTS Setup Buffer Count | `0` |
| Vias in the first global route | `2006` |
| Avg WL per Cell | `14.3 um` |
| WS Path Type | `in2reg` |
| Tightest Pin Transition | `between 0.6 and 0.7 ns` |
| Aoi share | `around 16%` |
| Top Ports | `20` |
| CTS tree | `yes` |
| Fin Setup TNS | `0 ns` |
| Maximum clock frequency | `about 290 MHz` |
| Syn Inst Count | `between 300 and 400` |
| Clk buf depth | `2` |
| Detail Route Antenna Nets | `0` |
| Most frequent cells after synthesis | `dfxtp_1 (46), nand2_1 (32), or4_1 (21)` |
| Worst EP arrival | `3.59 ns` |
==> through the flow <==
step	setup slack, ns	util, %	power [mW]	std cells
final	2.69	59.0	0.524	389
after global routing	2.48	59.0	0.549	389
after CTS	2.73	59.0	0.530	389
after detailed placement	2.41	57.5	0.359	382
after global placement	2.46	57.5	0.359	382
after floorplan	3.04	-	0.339	309
==> cell usage in the layout (no fill, tap or decap), types with 2 or more instances in the layout <==
| master | Yosys | routed |
|---|---|---|
| dfxtp_1 | 46 | 46 |
| nand2_1 | 32 | 32 |
| or4_1 | 21 | 21 |
| a21oi_1 | 20 | 20 |
| clkdlybuf4s50_1 | 0 | 19 |
| nand3_1 | 18 | 18 |
| inv_1 | 17 | 17 |
| o21ai_0 | 14 | 14 |
| nor2_1 | 14 | 14 |
| ha_1 | 14 | 14 |
| o211ai_1 | 11 | 11 |
| nor4_1 | 8 | 8 |
| or3_1 | 8 | 8 |
| and3_1 | 8 | 8 |
| nand4_1 | 7 | 7 |
| and4_1 | 6 | 6 |
| nor3_1 | 5 | 5 |
| o31ai_1 | 5 | 5 |
| clkbuf_8 | 0 | 5 |
| and2_1 | 4 | 4 |
| nand2b_1 | 4 | 4 |
| nor4b_1 | 3 | 3 |
| a21o_1 | 3 | 3 |
| or2_2 | 3 | 3 |
| a41oi_1 | 2 | 2 |
| xnor2_1 | 2 | 2 |
| o41ai_1 | 2 | 2 |
| or4b_1 | 2 | 2 |
| or4bb_1 | 2 | 2 |
| nand3b_1 | 2 | 2 |
| o31a_1 | 2 | 2 |
| o21a_1 | 2 | 2 |
| clkbuf_1 | 6 | 2 |
| buf_4 | 0 | 2 |
==> registers in the layout, indices dropped and copies added, names as in the netlist <==
register	cells
txmax	13
txcount	32
tclk	1
==> path summary, 6_finish.rpt <==
check,from,to,depth (start not counted)
max,baud[3],txmax[3],7
min,txcount[21],txcount[21],2
max reg2reg,txcount[12],txcount[8],7
min reg2reg,txcount[21],txcount[21],2
==> cell families after synthesis <==
group | after synthesis
and+or+nand+nor | 150
xor gates and xnor gates | 2
DFF | 46
buffers and inverters | 32
AOI/OAI and AO/OA | 64
adders and majority gates | 14
muxes | 1
==> power by group <==
part	switching, mW	internal, mW	leakage, nW
Sequential	0.00350	0.304	0.373
Clock	0.0926	0.0790	0.0383
Combinational	0.0227	0.0218	0.616
Total	0.119	0.405	1.03
==> final cells by class <==
class	instances	area (um2)	area share (%)
multi-input cells	231	1490	52.5
flip-flops and latches	46	921	32.4
repair buffers	21	205	7.22
well taps	67	83.8	2.95
clock buffers	7	76.3	2.68
inverters	17	63.8	2.24
==> per-layer routing <==
| metal | global-route usage (%) | share of wire, % | wire (um) | vias up |
|---|---|---|---|---|
| met5 | 0 | 0 | 0 | - |
| met4 | 1.96 | 0.76 | 42 | 0 |
| met3 | 4.76 | 4.6 | 253 | 5 |
| met2 | 34.1 | 43 | 2370 | 45 |
| met1 | 37.9 | 52 | 2890 | 1033 |
| li1 | - | - | - | 1193 |
==> critical path: stages <==
cell             delay (ns)
clkdlybuf4s50_1        0.39
nor4_1                 0.49
nand3b_1               0.24
or4_1                  0.61
and2_1                 0.20
and2_1                 0.15
or2_2                  0.28
Power and IR drop assume default switching activity.
